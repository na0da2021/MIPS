**design/flow/design.v**
```verilog
module adder( input  [31:0] data_in1, data_in2,
              output [31:0] result);
assign result = data_in1 + data_in2;
endmodule
```
**design/flow/run.sh**
```bash
#!/bin/bash
# OpenROAD 26Q1-2900-gdf79404cd8, Yosys 0.63+post, stock flow scripts
make -C /OpenROAD-flow-scripts/flow DESIGN_CONFIG=/design/flow/config.mk WORK_HOME=/design/flow/orfs finish
```
**design/flow/config.mk**
```make
export PLATFORM = sky130hd
export DESIGN_NAME = adder
export DESIGN_NICKNAME = adder
export VERILOG_FILES = /design/flow/design.v
export SDC_FILE = /design/flow/constraint.sdc
export NUM_CORES = 4
export LEC_CHECK = 1
export CORE_AREA = 10 10 85 85
export DIE_AREA = 0 0 95 95
```
**design/flow/constraint.sdc**
```tcl
current_design adder

set clk_period 14.5
set clk_io_pct 0.2

create_clock -name clk0 -period $clk_period

set non_clock_inputs [all_inputs -no_clocks]
set_input_delay [expr $clk_period * $clk_io_pct] -clock clk0 $non_clock_inputs
set_output_delay [expr $clk_period * $clk_io_pct] -clock clk0 [all_outputs]
```
==> summary.txt <==
This note records the results obtained with Yosys and OpenROAD.

Setup path
The kind of cell with the highest combined delay on the critical path is AND-OR/OR-AND gates. The timing report gives the biggest stage delay along the critical path as 0.50 ns. The endpoint arrival time on the critical path is 5.82 ns. STA classifies the critical path endpoint as an output pin. In this design, the critical path's most frequently occurring cell is sky130_fd_sc_hd__clkdlybuf4s50_1. The number of buffers and inverters on the critical path is 2.

The required time at the worst-slack endpoint is 11.60 ns. The top fanout value on the critical path is 4. The critical path in this run is classified as in2out. The logic depth of the worst path, buffers included is 11.

The worst setup path is launched from an input pin. On the critical path, the stage with the largest delay is an instance of sky130_fd_sc_hd__clkdlybuf4s50_1. The cell sequence reported for the critical path is clkdlybuf4s50_1 -> ha_1 -> fa_1 -> a21o_1 -> a31o_2 -> nand3_1 -> o221ai_1 -> a311oi_1 -> o21bai_1 -> xor2_1 -> clkdlybuf4s50_1.

STA
The total setup violations reported at the end of the flow is 0. The headroom to the max-slew limit is 0.631. The final sum of negative setup slack is 0 ns. The measured slew at the worst slew-check pin is 0.540 ns. For reference, the final report shows the hold violation count at 0.

The shortest clock period the worst path allows after layout is 8.72 ns. The worst-case setup margin in the final layout is 5.78 ns. Setup repair after global routing left no endpoint under its margin. In the finished design, the share of the clock period the worst path needs comes to 0.602.

The timing-limited maximum frequency is 0.115 GHz. The number of max-slew violations in the final report is 0. The worst hold margin is 6.83 ns.

Synthesis
The share of the Yosys chip area taken by registers is 0. The area recorded from the Yosys report for this design is 1740 sq um. sky130_fd_sc_hd__ha_1 is the most common cell in the netlist. After technology mapping, the gate count stands at 241. The synthesized netlist was found by Yosys to have 241 cells. The combined area of all synthesized cells is 1740 sq um. By area the synthesized netlist is led by sky130_fd_sc_hd__ha_1, sky130_fd_sc_hd__a21oi_1, sky130_fd_sc_hd__a21o_1, sky130_fd_sc_hd__xor2_1, sky130_fd_sc_hd__xnor2_1. The number of distinct library cell variants in the gate-level netlist after synthesis is 50.

Warnings reported by Yosys during synthesis add up to 0. Counting instances in the post-synthesis netlist gives the leading cell types as sky130_fd_sc_hd__ha_1, sky130_fd_sc_hd__a21oi_1, sky130_fd_sc_hd__a21o_1. The largest area contributor in the netlist is sky130_fd_sc_hd__ha_1. The average instance in the mapped netlist occupies 7.24 sq um. The share of Yosys cell area claimed by the top area cell type is 0.222.

Clock tree
In this run, post-CTS repair resized a total of 0 instances. In this run the post-CTS setup repair buffer count came out at 0. The number of buffers inserted by hold repair at cts is 0.

Finish
The fraction of final layout cells with drive strength greater than 1 is 0.0307. The layout stage reports a final design area of 2750 sq um. In the finished layout, the clock tree contains a buffer count of 0.

The number of inserted filler cells in the final layout is 565. The count of flip-flops and latches is 0. The layout overhead on the synthesized area is 57.7%.

The combinational gate area is 1680 sq um. The area taken by sequential standard cells is reported as 0 sq um.

Routing
In the final routing, the length of wire on met1 measures 2750 um. In the final routed layout, each cell accounts on average for 14.5 um. The initial DRC count is 35. The script logs the ratio of routed vias to standard cells as 5.15.

The first-pass iteration count of the detailed router is 4. The wire length on met2 is 2570 um. The wire length reported by the detailed router is 5770 um. The topmost layer with routed signal wires is met3.

The remaining number of nets flagged by the antenna check after routing is 0. For this run, design rule violations remaining after detail routing come to 0. Summed over all nets, wire length on met3 after detailed routing comes to 452 um. The count of antenna diodes in the layout is 0. The routed layout has 2051 vias.

Die
The chip occupies 9030 sq um. In this run the core area contains 27 standard-cell rows. During I/O placement, the number of pins put on the boundary was 96. The effective utilization at floorplan is 0.319. After floorplanning, the core was sized to cover 5470 sq um. The floorplan step set the die height to 95 um. The die extent in x is 95 um.

Place
The placement-stage cell area is 2750 sq um. OpenSTA, run right after detailed placement, puts the worst setup slack at 5.77 ns. The quantity of I/O buffers inserted on ports is 96. The congestion estimate from routability-driven global placement came to 0.925.

The half-perimeter wire length after placement is 5110 um.

Global route
The via count of the first global-routing pass came to 2030. The final global-route overflow total is 0. For this run, the total global-route usage over all layers was measured as 0.123.

Entering global routing, the biggest net connects 11 pins. The first global-routing pass estimated 9470 um of wire. The number of antenna violations at the first check in global routing is 0.

Outcome
The run finished with clean final reports.

Job
Across the run, the number of max-cap violations was 0. The stage logs contain a warning count of 32.

Pwr
For this design the ratio of total power to cell area is 48.2 nW/um^2. The leakage power total is 1.18 nW. IR analysis of the VDD net gives a maximum drop of 0.0192 mV.

Worst hold path
The number of cells on the worst hold path is 3. The worst hold-check path type is in2out.
[placed cells by master (no fill, tap or decap), types with 4 or more instances in the layout]
master	instances
sky130_fd_sc_hd__o21ai_0	13
sky130_fd_sc_hd__nand4_1	8
sky130_fd_sc_hd__o21bai_1	4
sky130_fd_sc_hd__xor2_1	15
sky130_fd_sc_hd__a21o_1	19
sky130_fd_sc_hd__nor2_1	12
sky130_fd_sc_hd__a21oi_1	29
sky130_fd_sc_hd__nor3_1	4
sky130_fd_sc_hd__clkdlybuf4s50_1	96
sky130_fd_sc_hd__xnor2_1	13
sky130_fd_sc_hd__inv_1	6
sky130_fd_sc_hd__ha_1	31
sky130_fd_sc_hd__nand3_1	10
sky130_fd_sc_hd__nand2_1	18
[through the flow]
| step | std cells | power (mW) | util |
|---|---|---|---|
| after floorplan | 241 | 0.0641 | - |
| after global placement | 398 | 0.134 | 0.503 |
| after detailed placement | 398 | 0.134 | 0.503 |
| after CTS | 398 | 0.135 | 0.503 |
| after global routing | 398 | 0.148 | 0.503 |
| final | 398 | 0.133 | 0.503 |
[area by class of cell]
class,count,area share
multi-input combinational,224,0.610
timing repair buffer,96,0.349
tap,72,0.0327
inverter,6,0.00819
[final timing paths]
check | endpoint | start | slack, ns
worst max-delay path | result[26] | data_in1[0] | 5.78
worst min-delay path | result[0] | data_in2[0] | 6.83
[power by group]
group | internal (mW) | total (mW) | leakage [nW] | switching, mW
Combinational | 0.0802 | 0.133 | 1.18 | 0.0524
Clock | 0 | 0 | 0 | 0
Sequential | 0 | 0 | 0 | 0
[metal layers]
| layer | up-vias | global-route usage |
|---|---|---|
| met5 | - | 0 |
| met4 | 0 | 0 |
| met3 | 0 | 0.0264 |
| met2 | 53 | 0.210 |
| met1 | 900 | 0.166 |
| li1 | 1098 | - |
[logic make-up (layout without fill, tap and decap cells)]
group,after synthesis,in the layout,synth area share
compound gates,97,97,0.393
xor+xnor,28,28,0.141
fa+ha+maj,32,32,0.234
buf+inv,17,102,0.0380
mux,2,2,0.0115
simple gates,65,65,0.183
Power is estimated from default activity; no workload was simulated.
