### flow/run.sh
#!/bin/bash
# OpenROAD 26Q1-2900-gdf79404cd8, Yosys 0.63+post, stock flow scripts
make -C /OpenROAD-flow-scripts/flow DESIGN_CONFIG=/design/flow/config.mk WORK_HOME=/design/flow/orfs finish
### flow/constraint.sdc
current_design Alu

set clk_period 23.3
set clk_io_pct 0.2

create_clock -name clk0 -period $clk_period

set non_clock_inputs [all_inputs -no_clocks]
set_input_delay [expr $clk_period * $clk_io_pct] -clock clk0 $non_clock_inputs
set_output_delay [expr $clk_period * $clk_io_pct] -clock clk0 [all_outputs]
### flow/config.mk
export PLATFORM = sky130hd
export DESIGN_NAME = Alu
export DESIGN_NICKNAME = Alu
export VERILOG_FILES = /design/flow/design.v
export SDC_FILE = /design/flow/constraint.sdc
export NUM_CORES = 4
export LEC_CHECK = 1
export CORE_UTILIZATION = 30
### flow/design.v
module Alu(input [31:0] scr_A, scr_B,
           input [2:0] alu_ctr,
			  output reg [31:0] result,
			  output reg z_flag );
always @(*)
begin
result='b0;
z_flag ='b1;
case(alu_ctr)
	  3'b000: begin
	  result = scr_A & scr_B;
	  if(result == 0) begin
	     z_flag = 1;
	  end else begin
	     z_flag = 0;
	  end
	  end
	  3'b001: begin
	  result = scr_A | scr_B;
	  if(result == 0) begin
	     z_flag = 1;
	  end else begin
	     z_flag = 0;
	  end
	  end
	  3'b010: begin
	  result = scr_A + scr_B;
	  if(result == 0) begin
	     z_flag = 1;
	  end else begin
	     z_flag = 0;
	  end
	  end
	  3'b100: begin
	  result = scr_A - scr_B;
	  if(result == 0) begin
	     z_flag = 1;
	  end else begin
	     z_flag = 0;
	  end
	  end
	  3'b101: begin
	  result = scr_A * scr_B;
	  if(result == 0) begin
	     z_flag = 1;
	  end else begin
	     z_flag = 0;
	  end
	  end
	  3'b110: begin
	  if(scr_A < scr_B) begin
	     result = 1;
	  end else begin
	     result = 0;
	  end
	  if(result == 0) begin
	     z_flag = 1;
	  end else begin
	     z_flag = 0;
	  end
	  end
	  default : begin
	  result = 0;
	  z_flag = 1'b1;
	  end
endcase	  
end
endmodule
==> Slide: Implementation Results <==
Synthesis and Place & Route Summary

Yosys
  • Top-area cell share: 39.5%
  • Main area contributors: fa_1 (39%), ha_1 (13%), inv_1 (8.4%), nor2_1 (7.4%), nand2_1 (4.8%)
  • AO/OA Area Share: 12.0%
  • Simple share: 17.3%
  • Yosys xor share: 5.39%
  • Dominant comb cell: adder cells
  • Seq/Total Area, Yosys: 0%
  • Synth Warn #: 1
  • Distinct lib cells used: 100
  • Yosys Chip Area: 0.0208 mm2
  • Synthesized-area fraction occupied by adder cells: 52.7%
  • Cell Area, Synth: 0.0208 mm2
  • Synth mux share: 1.32%
  • Avg Inst Size Synth: 8.08 um2
  • Area leader, netlist: fa_1
  • Yosys cell count: 2572
  • Cells after synthesis: 2572

Floorplan
  • Core footprint: 0.0686 mm2
  • Chip area: 0.0703 mm2
  • Fp_density: 30.3%
  • Die H: 265 um
  • Row Count: 96
  • Boundary pin count: 100
  • Die Wd: 265 um

STA
  • Min Tclk post-route: 18.57 ns
  • RSZ-0062 raised after global routing: false
  • Endpoints failing setup: 0
  • WHS: 10.26 ns
  • Final Max-Slew Violation Tally: 0
  • Final Hold Viols: 0
  • FMAX: 0.0538 GHz
  • Setup_tns: 0 ns
  • Final Cycle Share: 79.7%
  • Slew HR: 38.8%
  • Worst-margin pin slew: 0.916 ns
  • Setup WS post-layout: 4.73 ns

Clocking
  • Post-CTS Setup Bufs: 0
  • CTS hold repair buffers: 0
  • CTS resizes: 0

Worst hold path
  • Hold Crit Class: in -> out
  • Hold_sp: alu_ctr[2]

Cells and area
  • Clock buffer cells: 0
  • Most common logic cells in the final layout: inv_1 (466), nor2_1 (411), fa_1 (410)
  • Area Overhead vs Synth: 9.69%
  • Layout cell share with drive strength beyond 1: 4.22%
  • Most used logic cell in the final layout: inv_1
  • Register area: 0 um2
  • Flip-flops: 0

Route
  • Via density: 5.23
  • Drt wl/cell: 23.4 um
  • Initial DRC count: 1462
  • Final WL: 82700 um
  • # DRC: 0
  • Post-DRT Antenna Nets: 0
  • DR pass1 iterations: 5
  • Antenna cells: 0
  • Via count: 18476

Flow run
  • Maxcap violations: 0
  • OpenROAD warning count: 96

GRT
  • Vias in the first global route: 19264
  • Largest net degree at the start of global routing: 55
  • Remaining global-route overflow: 0
  • First-pass GRT wire length: 124000 um
  • Initial antenna violation count: 1
  • Total track usage: 25.2%

Setup path
  • Max stage delay cell, worst path: clkdlybuf4s50_1
  • Crit path DAT: 13.91 ns
  • Max stage delay on crit path: 0.99 ns
  • Critical path launch point: scr_A[5]
  • Worst Path Max Fanout: 12
  • Crit path capture type: output pin
  • WP data required: 18.64 ns
  • CP Class: in -> out
  • CP most frequent cell: fa_1
  • Critical path launch point type: input pin

Place
  • IO Port Bufs: 100
  • HPWL Detailed: 66900 um
  • GP Congestion: 1.04
  • Pre-CTS setup slack: 4.90 ns

Status
  • Outcome: completed
-- area by class of cell --
type                            count  area (um2)
Fill cell                        7293       45800
Inverter                          489        1840
Multi-Input combinational cell   1964       18400
Tap cell                          931        1160
Timing Repair Buffer              151        1380
-- final timing paths --
check | to | cells after the start | slack, ns
min | result[14] | 3 | 10.26
max | z_flag | 29 | 4.73
-- cell families after synthesis --
logic type      count (synthesis)
simple gates                  835
compound gates                356
buf+inv                       608
xor+xnor                      128
fa+ha+maj                     629
mux                            16
-- cells in the mapped netlist (all sizes together) (10+ instances only) --
library cell and number:
ha 219, buf 32, nor2 411, o21a 13, o22ai 25, nor3 33
o21ai 70, nand2b 10, xor2 33, nand3 15, nand2 263, o21bai 10
a21oi 80, nand4 24, a211oi 26, nor2b 17, or3 10, clkinv 13
fa 410, clkbuf 86, xnor2 95, nor4 14, a31oi 13, a21o 18
inv 476
-- metrics by stage --
stage | std cells | util, % | instance area (um2)
global route | 3535 | 33.2 | 22800
finish | 3535 | 33.2 | 22800
global placement | 3535 | 33.2 | 22800
detailed placement | 3535 | 33.2 | 22800
CTS | 3535 | 33.2 | 22800
floorplan | 2572 | - | 20800
-- layer usage --
| metal | up-vias | part of all wire (%) | global-route usage, % |
|---|---|---|---|
| met4 | 2 | 4.8 | 9.40 |
| met2 | 1006 | 44 | 36.9 |
| met5 | - | 0.11 | 0.970 |
| li1 | 8164 | - | - |
| met3 | 190 | 13 | 11.0 |
| met1 | 9114 | 39 | 33.4 |
-- worst max-delay path, delay by kind of cell --
family	cells	cell delay [ns]
fa+ha+maj	9	3.61
xor+xnor	1	0.22
buf+inv	8	2.56
compound gates	7	1.78
simple gates	4	1.04
