==> design/flow/design.v <==
module sign_extend( input  [15:0] sign_ex_in,
                    output reg [31:0] sign_ex_out);
always@(sign_ex_in)
begin
sign_ex_out = { {16{sign_ex_in[15]}}, sign_ex_in};
end
endmodule
module pc(input [31:0] pc_in,  
          input clk, n_rst,
			 input jump, pcsrc,   
			 output reg [31:0] pc_out);			 
wire [31:0] pcplus4  = pc_out + 4;
wire [31:0] sn_ex_temp;
sign_extend ex (pc_in[15:0], sn_ex_temp);	 		 
always@(posedge clk or negedge n_rst)   
begin
     if(!n_rst) begin
        pc_out <= 32'b0;
     end else begin
        case({jump, pcsrc})
			  2'b00:   pc_out <= pcplus4  ;
			  2'b01:   pc_out <= pcplus4  + (sn_ex_temp << 2);
			  2'b10:   pc_out <= {pcplus4[31:28],pc_in[25:0],2'b00};
			  default: pc_out <= pcplus4  ;			  
		  endcase 
     end
end
endmodule
==> design/flow/run.sh <==
#!/bin/bash
# OpenROAD 26Q1-2900-gdf79404cd8, Yosys 0.63+post, stock flow scripts
make -C /OpenROAD-flow-scripts/flow DESIGN_CONFIG=/design/flow/config.mk WORK_HOME=/design/flow/orfs finish
==> design/flow/config.mk <==
export PLATFORM = sky130hd
export DESIGN_NAME = pc
export DESIGN_NICKNAME = pc
export VERILOG_FILES = /design/flow/design.v
export SDC_FILE = /design/flow/constraint.sdc
export NUM_CORES = 4
export LEC_CHECK = 1
export CORE_UTILIZATION = 30
==> design/flow/constraint.sdc <==
current_design pc

set clk_period 11.9
set clk_io_pct 0.2

create_clock -name clk0 -period $clk_period [get_ports {clk}]

set non_clock_inputs [all_inputs -no_clocks]
set_input_delay [expr $clk_period * $clk_io_pct] -clock clk0 $non_clock_inputs
set_output_delay [expr $clk_period * $clk_io_pct] -clock clk0 [all_outputs]
==> impl_results.html <==
<h3>Run summary</h3>
<table>
<tr><th>Metric</th><th>Value</th></tr>
<tr><th colspan="2">CTS</th></tr>
<tr><td>Sinks on Clock Net</td><td>30</td></tr>
<tr><td>Setup fix buffers added after clock tree synthesis</td><td>0</td></tr>
<tr><td>Inserted Clock Buffers</td><td>5</td></tr>
<tr><td>Clock latency at the later pin of the worst-skew pair</td><td>280 ps</td></tr>
<tr><td>Clock-pin slew of the registers on the worst-case setup and hold paths</td><td>60 ps</td></tr>
<tr><td>TritonCTS clock tree</td><td>done</td></tr>
<tr><td>Master cell of the clock root buffer</td><td>sky130_fd_sc_hd__clkbuf_8</td></tr>
<tr><td>CTS H-tree lvls</td><td>2</td></tr>
<tr><td>Maximum buffer depth of the clock tree</td><td>2</td></tr>
<tr><td>Post-CTS Resized</td><td>0</td></tr>
<tr><td>Hold-fix buffers, CTS</td><td>0</td></tr>
<tr><th colspan="2">Final timing</th></tr>
<tr><td>Total negative slack for setup checks</td><td>0 ps</td></tr>
<tr><td>Final setup violation count</td><td>0</td></tr>
<tr><td>Fmax</td><td>186 MHz</td></tr>
<tr><td>RSZ-0062 raised after global routing</td><td>false</td></tr>
<tr><td>Share of the clock period used by the worst path after layout</td><td>45.1%</td></tr>
<tr><td>Relative max-transition margin</td><td>46.5%</td></tr>
<tr><td>Period minus WS final</td><td>5370 ps</td></tr>
<tr><td>Total count of hold-check failures in the final report</td><td>0</td></tr>
<tr><td>Slew of the pin with the lowest slew margin</td><td>802 ps</td></tr>
<tr><td>Max Transition Viols Final</td><td>0</td></tr>
<tr><td>Worst clock skew</td><td>4.22 ps</td></tr>
<tr><th colspan="2">Floorplan</th></tr>
<tr><td>Number of placement rows</td><td>38</td></tr>
<tr><td>Die area</td><td>0.0115 sq mm</td></tr>
<tr><td>Core Area</td><td>0.0108 sq mm</td></tr>
<tr><td>Num ports</td><td>68</td></tr>
<tr><td>Die boundary width</td><td>107 microns</td></tr>
<tr><td>Die Ht</td><td>107 microns</td></tr>
<tr><td>Floorplan core density</td><td>30.7%</td></tr>
<tr><th colspan="2">Finish</th></tr>
<tr><td>Register containing the most flip-flops in the final layout</td><td>pc_out</td></tr>
<tr><td>Proportion of layout cells with a drive suffix above 1</td><td>2.58%</td></tr>
<tr><td>Highest-count cells in the layout ignoring fill and taps</td><td>sky130_fd_sc_hd__clkdlybuf4s50_1, sky130_fd_sc_hd__nor2_1, sky130_fd_sc_hd__ha_1</td></tr>
<tr><td>Synthesis-to-finish area growth</td><td>24.8%</td></tr>
<tr><td>Post-route non-filler standard cell count</td><td>605</td></tr>
<tr><td>Largest registers</td><td>pc_out: 30 flops</td></tr>
<tr><td>Most instantiated logic cell after routing</td><td>sky130_fd_sc_hd__clkdlybuf4s50_1</td></tr>
<tr><td>Flip-flop count of the largest register, all copies and words added</td><td>30</td></tr>
<tr><td>Total of fill cells in the finished design</td><td>1101</td></tr>
<tr><th colspan="2">Logic synthesis</th></tr>
<tr><td>Xor and xnor fraction of the mapped netlist area</td><td>13.7%</td></tr>
<tr><td>Number of cells in the yosys synthesis report</td><td>407</td></tr>
<tr><td>Number of enable flip-flop cells</td><td>0</td></tr>
<tr><td>Unique cell types</td><td>48</td></tr>
<tr><td>Synthesized chip area reported by yosys</td><td>0.00332 sq mm</td></tr>
<tr><td>Fraction of synthesis flops using an asynchronous set or reset pin</td><td>100%</td></tr>
<tr><td>Fraction of synthesized area in multiplexers</td><td>0.301%</td></tr>
<tr><td>Primary flip-flop cell chosen by synthesis mapping</td><td>sky130_fd_sc_hd__dfrtp_1</td></tr>
<tr><td>Mapped Avg Cell Area</td><td>8.17 sq um</td></tr>
<tr><td>Largest area contributor in the netlist</td><td>sky130_fd_sc_hd__dfrtp_1</td></tr>
<tr><td>Main area contributors after synthesis</td><td>sky130_fd_sc_hd__dfrtp_1, sky130_fd_sc_hd__ha_1, sky130_fd_sc_hd__xnor2_1</td></tr>
<tr><td>Compound-cell area share of the yosys netlist</td><td>26.7%</td></tr>
<tr><td>Adder-cell area share of the yosys netlist</td><td>14.9%</td></tr>
<tr><td>Mapped Area</td><td>0.00332 sq mm</td></tr>
<tr><td>Simple-Gate Fraction of Synth Area</td><td>18.6%</td></tr>
<tr><td>Sequential share of the synthesized area</td><td>22.6%</td></tr>
<tr><td>Synthesized instance count</td><td>407</td></tr>
<tr><td>Yosys warning tally</td><td>2</td></tr>
<tr><td>Largest combinational cell category by area</td><td>AND-OR/OR-AND gates</td></tr>
<tr><td>Synth top area share</td><td>22.6%</td></tr>
<tr><td>Post-synthesis register bit count</td><td>30</td></tr>
<tr><th colspan="2">Setup path</th></tr>
<tr><td>Data required, critical path</td><td>12040 ps</td></tr>
<tr><td>Crit path buf inv count</td><td>2</td></tr>
<tr><td>Arrival time at the worst endpoint</td><td>5510 ps</td></tr>
<tr><td>Top fanout value on the critical path</td><td>4</td></tr>
<tr><td>Setup CP Type</td><td>input pin to register</td></tr>
<tr><td>Slowest cell on crit path</td><td>sky130_fd_sc_hd__a2111o_1</td></tr>
<tr><td>Cell repeated most along the worst path</td><td>sky130_fd_sc_hd__o31a_1</td></tr>
<tr><td>Chain of cells forming the critical path</td><td>clkdlybuf4s50_1 -&gt; ha_1 -&gt; inv_1 -&gt; fa_1 -&gt; nor2b_1 -&gt; o31a_1 -&gt; o31a_1 -&gt; a2111o_1 -&gt; a21oi_2 -&gt; o31ai_1 -&gt; a221oi_2 -&gt; mux2i_1 -&gt; o211ai_1</td></tr>
<tr><td>Critical path launch point type</td><td>input pin</td></tr>
<tr><td>Largest stage delay on the critical path</td><td>470 ps</td></tr>
<tr><td>Family with the most delay on the worst path</td><td>AND-OR/OR-AND gates</td></tr>
<tr><td>Sort of element at the end of the critical path</td><td>register</td></tr>
<tr><th colspan="2">Global routing</th></tr>
<tr><td>Number of antenna violations at the first check in global routing</td><td>0</td></tr>
<tr><td>Largest net degree at the start of global routing</td><td>34</td></tr>
<tr><td>Global-route usage over all layers</td><td>16.6%</td></tr>
<tr><td>Via count of the first global-routing pass</td><td>3128</td></tr>
<tr><td>Congestion Overflow GR</td><td>0</td></tr>
<tr><td>Global-route wire length before repair</td><td>15000 microns</td></tr>
<tr><th colspan="2">Drt</th></tr>
<tr><td>Remaining antenna violation count after routing</td><td>0</td></tr>
<tr><td>Diode count</td><td>0</td></tr>
<tr><td>Routed wire per std cell</td><td>15.1 microns</td></tr>
<tr><td>Number of vias per cell after detailed routing</td><td>5.30</td></tr>
<tr><td>DR vias</td><td>3205</td></tr>
<tr><td>Count of routing violations after the opening detailed-route iteration</td><td>185</td></tr>
<tr><td>Total Routed Length</td><td>9110 microns</td></tr>
<tr><td>Residual DRC count</td><td>0</td></tr>
<tr><td>First-pass detailed-route iteration total</td><td>4</td></tr>
<tr><th colspan="2">Pwr</th></tr>
<tr><td>Total power divided by cell area</td><td>158 mW/mm^2</td></tr>
<tr><td>Combinational Power Share</td><td>62.9%</td></tr>
<tr><td>Share of total power consumed by net switching</td><td>42.4%</td></tr>
<tr><td>Net Sw Power</td><td>278 uW</td></tr>
<tr><td>Cell-internal power</td><td>378 uW</td></tr>
<tr><td>Leak pwr</td><td>0.00181 uW</td></tr>
<tr><td>Highest ir drop seen on vdd</td><td>0.0000555 V</td></tr>
<tr><td>Sequential share of power</td><td>24.9%</td></tr>
<tr><td>Clock network fraction of design power</td><td>12.1%</td></tr>
<tr><th colspan="2">Hold path</th></tr>
<tr><td>Path type of the worst min-delay path</td><td>register to register</td></tr>
<tr><th colspan="2">Placed design</th></tr>
<tr><td>Sum of net half-perimeters after detailed placement</td><td>6860 microns</td></tr>
<tr><td>Number of buffer cells added on primary ports</td><td>59</td></tr>
<tr><td>Final weighted congestion in routability-driven placement</td><td>0.970</td></tr>
<tr><td>Cell count after placement</td><td>598</td></tr>
<tr><th colspan="2">Run status</th></tr>
<tr><td>Outcome</td><td>finished, final reports clean</td></tr>
<tr><th colspan="2">Run</th></tr>
<tr><td>Tool warnings</td><td>38</td></tr>
<tr><td>Number of max-capacitance violations reported</td><td>0</td></tr>
</table>
-- worst paths after layout --
check / start / endpoint / slack [ps] / cells past startpoint
setup / recovery: pc_in[0] / pc_out[28] / 6530 / 13
hold / removal: pc_out[2] / pc_out[2] / 540 / 1
setup reg to reg: pc_out[4] / pc_out[31] / 7560 / 14
hold reg to reg: pc_out[2] / pc_out[2] / 540 / 1
max in group asynchronous: n_rst / pc_out[24] / 9110 / 2
min in group asynchronous: n_rst / pc_out[12] / 2490 / 2
-- per-layer routing --
metal	vias up	track usage, %	share of wire, %
met5	-	0	0
met4	0	2.94	2.1
met3	13	2.16	5.7
met2	83	27.6	46
met1	1497	23.6	46
li1	1612	-	-
-- synth_stat cells (11+ instances only) --
| master | instances |
|---|---|
| sky130_fd_sc_hd__nor2_1 | 44 |
| sky130_fd_sc_hd__ha_1 | 38 |
| sky130_fd_sc_hd__nand2_1 | 31 |
| sky130_fd_sc_hd__dfrtp_1 | 30 |
| sky130_fd_sc_hd__xnor2_1 | 30 |
| sky130_fd_sc_hd__a21oi_1 | 27 |
| sky130_fd_sc_hd__xor2_1 | 22 |
| sky130_fd_sc_hd__o21ai_0 | 18 |
| sky130_fd_sc_hd__nand3_1 | 16 |
| sky130_fd_sc_hd__a221oi_1 | 14 |
| sky130_fd_sc_hd__a21o_1 | 13 |
| sky130_fd_sc_hd__and3_1 | 13 |
| sky130_fd_sc_hd__inv_1 | 12 |
| sky130_fd_sc_hd__o21a_1 | 12 |
| sky130_fd_sc_hd__clkbuf_1 | 11 |
-- power groups by stage --
| stage | Clock [uW] | Combinational, uW | Sequential (uW) |
|---|---|---|---|
| 4_1_cts | 85.2 | 413 | 164 |
| 5_1_grt | 90.1 | 464 | 168 |
| 6_report | 79.6 | 413 | 163 |
-- logic make-up (layout without fill, tap and decap cells) --
kind of cell,Yosys count,in the layout
and+or+nand+nor,131,131
AOI/OAI and AO/OA,127,127
xor gates and xnor gates,52,52
adders and majority gates,39,39
DFF,30,30
buffers and inverters,26,83
other,1,2
muxes,1,1
-- layout make-up --
class / count / area (sq um) / share of cell area (%)
Inverter: 12 / 45.0 / 1.09
Clock buffer: 7 / 76.3 / 1.84
Tap cell: 140 / 175 / 4.22
Sequential cell: 30 / 751 / 18.1
Timing Repair Buffer: 64 / 628 / 15.1
Multi-Input combinational cell: 352 / 2470 / 59.6
-- through the flow --
step	utilization, %	worst slack, ps	area (sq um)	total power (uW)	hold slack, ps
2_1_floorplan	-	7100	3330	442	473
3_3_place_gp	37.6	6240	4070	573	536
3_5_place_dp	37.6	6270	4070	575	539
4_1_cts	38.3	6550	4150	662	549
5_1_grt	38.3	6430	4150	723	587
6_report	38.3	6530	4150	656	541
Power is estimated from default activity; no workload was simulated.
